**config.mk**
```make
export PLATFORM = sky130hd
export DESIGN_NAME = SRAM
export DESIGN_NICKNAME = SRAM
export VERILOG_FILES = /design/flow/design.v
export SDC_FILE = /design/flow/constraint.sdc
export NUM_CORES = 4
export LEC_CHECK = 1
export CORE_UTILIZATION = 40
```
**constraint.sdc**
```tcl
current_design SRAM

set clk_period 48.1
set clk_io_pct 0.2

create_clock -name clk0 -period $clk_period [get_ports {clk}]

set non_clock_inputs [all_inputs -no_clocks]
set_input_delay [expr $clk_period * $clk_io_pct] -clock clk0 $non_clock_inputs
set_output_delay [expr $clk_period * $clk_io_pct] -clock clk0 [all_outputs]
```
**design.v**
```verilog
module SRAM(
    input clk, rst, memWrite_n,
    input [17:0] address, 
    inout [15:0] data
);
    integer i=0;
    reg [15:0] memory[0:127];
    initial begin
        for(i=0; i<128; i=i+1) begin
                memory[i] <= 0;
        end
    end
    assign data = (memWrite_n & (address<=7'd127)) ? memory[address] : 16'bz;
    always @(posedge clk) begin
        if(~memWrite_n) memory[address] <= data;
    end
endmodule
```
**run.sh**
```bash
#!/bin/bash
# OpenROAD 26Q1-2900-gdf79404cd8, Yosys 0.63+post, stock flow scripts
make -C /OpenROAD-flow-scripts/flow DESIGN_CONFIG=/design/flow/config.mk WORK_HOME=/design/flow/orfs finish
```
==> results.txt <==
outcome: did not finish
Failed at: 4_1_cts
error msg: [error] [KeplerFormal.cpp:679] Workflow failed: Iso has multiple drivers: .data2, _4739_.Y0
CTS H-tree lvls: 4
CTS Buffer Depth: 3
top_reg_cell synth: edfxtp_1
CTS sink count: 2048
final RePlAce weighted congestion: 0.928
FF+latch count, synth: 2048
Die Y: 448 um
asr flop ratio synth: 0%
Synth top area share: 77.4%
dpl ws: 22.35 ns
Synth warnings: 2
Post-Syn Area per Cell: 16.9 sq um
CTS resizes: 0
cts hold-fix bufs: 0
initial core utilization: 40.3%
Netlist cell types: 76
io pins: 37
# rows: 163
sequential-to-total area share from yosys stat: 77.4%
cell type with the largest total area: edfxtp_1
yosys cell count: 4696
top cells, area: edfxtp_1 77%, a221oi_1 4.2%, a22oi_1 2.5%
total CTS buffers: 202
clk root buf: clkbuf_16
post-detail-place hpwl: 146000 um
post-synthesis cell count: 4696
synthesized cell area: 79500 sq um
die width: 448 um
EDFF count, synth: 2048
setup bufs post-CTS: 0
yosys stat chip area: 79500 sq um
port bufs: 8
## synthesized netlist by cell type, types with 4 or more instances
master / n
o22ai_1: 80
buf_1: 34
nor4_1: 9
nor2b_1: 53
nand3_1: 6
mux4_2: 25
a21oi_1: 265
o311ai_1: 5
o221ai_1: 36
nor3_1: 11
mux2i_1: 112
and4_1: 8
and2_1: 4
a32o_1: 5
a221oi_1: 382
o211ai_1: 22
a211o_1: 7
nand4_1: 9
o211a_1: 5
and3_1: 4
buf_2: 144
o31ai_1: 6
a21o_1: 7
a222oi_1: 5
o311ai_0: 5
a311o_1: 4
edfxtp_1: 2048
nand2b_1: 4
o21a_1: 6
buf_6: 27
a211oi_1: 44
a22oi_1: 263
or4_1: 6
o2bb2ai_1: 7
o21ai_0: 202
o22a_1: 5
mux2_2: 171
nand2_1: 94
buf_4: 29
a221o_1: 14
clkbuf_1: 134
nor2_1: 323
o2111ai_1: 12
## per-stage QoR
| stage | power, uW | utilization [%] | std cells | instance area, sq um |
|---|---|---|---|---|
| floorplan | 2220 | - | 4696 | 79500 |
| global placement | 2370 | 42.4 | 7300 | 83800 |
| detailed placement | 2350 | 42.4 | 7300 | 83800 |
## cell families after synthesis
family          Yosys count  synth area share (%)
flops                  2048                  77.4
compound gates         1414                  12.6
simple gates            550                  3.06
buf+inv                 374                  2.38
mux                     310                  4.57
No activity file was given, so power comes from the tool's default toggle rates.
