[flow/run.sh]
#!/bin/bash
# OpenROAD 26Q1-2900-gdf79404cd8, Yosys 0.63+post, stock flow scripts
make -C /OpenROAD-flow-scripts/flow DESIGN_CONFIG=/design/flow/config.mk WORK_HOME=/design/flow/orfs finish
[flow/config.mk]
export PLATFORM = sky130hd
export DESIGN_NAME = MEM_Stage_Old
export DESIGN_NICKNAME = MEM_Stage_Old
export VERILOG_FILES = /design/flow/design.v
export SDC_FILE = /design/flow/constraint.sdc
export NUM_CORES = 4
export LEC_CHECK = 1
export CORE_UTILIZATION = 50
[flow/constraint.sdc]
current_design MEM_Stage_Old

set clk_period 54.3
set clk_io_pct 0.2

create_clock -name clk0 -period $clk_period [get_ports {clk}]

set non_clock_inputs [all_inputs -no_clocks]
set_input_delay [expr $clk_period * $clk_io_pct] -clock clk0 $non_clock_inputs
set_output_delay [expr $clk_period * $clk_io_pct] -clock clk0 [all_outputs]
[flow/design.v]
module MEM_Stage(
    input clk, rst, writeBackEn_EXE_Reg, memRead, memWrite,
    input [31:0] address, data,
    inout [15:0] sramData,
    output [17:0] sramAddress,
    output [4:0] sramCtrl,
    output [31:0] memResult,
    output writeBackEn, ready
);
    wire [31:0] sramAddress_Cache;
    wire [31:0] sramWriteData;
    wire [63:0] sramReadData;
    wire sramWrEn, sramRdEn, sramReady;
    Cache_Controller cachectrl(clk, rst, 
        address, data, memWrite, memRead, memResult, ready, 
        sramAddress_Cache, sramWriteData, sramWrEn, sramRdEn, sramReadData, sramReady);
    SRAM_Controller sramctrl(clk, rst, 
        sramWrEn, sramRdEn, sramAddress_Cache, sramWriteData, sramReadData, sramReady, sramData, sramAddress,
        sramCtrl[4], sramCtrl[3], sramCtrl[2], sramCtrl[1], sramCtrl[0]);
    assign writeBackEn = ready ? writeBackEn_EXE_Reg : 1'b0; 
endmodule
module MEM_Stage_Old(
    input clk, rst, memRead, memWrite,
    input [31:0] address, data,
    output [31:0] memResult
);
    integer i=0;
    reg[31:0] memory[0:63];
    wire[31:0] temp;
    initial begin
        for(i=0; i<64; i=i+1) begin
                memory[i] <= 0;
        end
    end
    assign memResult = memRead ? memory[(address-32'd1024)>>2]: 32'b0;
    always @(posedge clk) begin
        if(memWrite) memory[(address-1024)>>2] <= data;
    end
endmodule
==> flow_metrics.env <==
# implementation run metrics
export IMPL_outcome="complete, no violations"
export IMPL_fmax_ghz=0.0367
export IMPL_vias=44855
export IMPL_postSynthSeqShare=0.767
export IMPL_critPathMaxStageDelay_ps=770
export IMPL_required_ps=43440
export IMPL_top_cells_by_area="edfxtp_1 77%, a221oi_1 3.0%, a22oi_1 2.3%"
export IMPL_die_y_um=403
export IMPL_viasPerCell=6.40
export IMPL_cts_resized=0
export IMPL_irDropWorstVdd_uv=31.1
export IMPL_numCtsBuffers=203
export IMPL_clock_sinks=2048
export IMPL_drive_gt1_frac=0.140
export IMPL_io_buffers=72
export IMPL_largest_reg_flops=2048
export IMPL_area_growth_pct=12.2
export IMPL_drv_cap=0
export IMPL_period_used=0.501
export IMPL_edf_count=2048
export IMPL_grt_setup_unrepaired="no"
export IMPL_cts_root_buf="clkbuf_16"
export IMPL_coreArea_um2=159000
export IMPL_top_cell_area_share=0.767
export IMPL_wl_um=218000
export IMPL_top_cell="edfxtp_1"
export IMPL_crit_top_cell="buf_4"
export IMPL_hold_viol_final=0
export IMPL_hpwl_um=120000
export IMPL_gp_congestion=0.917
export IMPL_place_inst=6634
export IMPL_ant_nets=0
export IMPL_powerDensity_nw_per_um2=36.0
export IMPL_critPathArrivalTime_ps=16350
export IMPL_antenna_found_initial=4
export IMPL_tightest_slew_ps=1050
export IMPL_cts_tree="done"
export IMPL_stdcell_count=7011
export IMPL_regMostFlops="memory"
export IMPL_grt_overflow=0
export IMPL_yosysWarningCount=1
export IMPL_first_global_vias=46225
export IMPL_crit_type="primary input to output pin"
export IMPL_crit_path_start_kind="primary input"
export IMPL_dr_pass1_iters=5
export IMPL_grtUsageTotal=0.303
export IMPL_rows=146
export IMPL_postSynthRegisterBits=2048
export IMPL_grt_pass1_wl_um=317000
export IMPL_die_area_um2=162000
export IMPL_cp_slowest_cell="a311oi_1"
export IMPL_yosysUniqueCellTypes=58
export IMPL_post_cts_buffers=0
export IMPL_route_detailed_drc=0
export IMPL_maxSlewHeadroom=0.299
export IMPL_drt_wirelength_per_cell_um=31.1
export IMPL_synthTopCellsByCount="2048 x edfxtp_1, 275 x a221oi_1, 248 x a22oi_1"
export IMPL_synth_cell_area_um2=80200
export IMPL_clk_pin_slew_ps=60
export IMPL_grt_max_degree=150
export IMPL_setup_viol_count_final=0
export IMPL_path_cells="buf_8 > buf_4 > buf_4 > buf_12 > buf_4 > mux2_2 > a221oi_1 > o21ai_0 > a311oi_1 > a31oi_1 > clkdlybuf4s50_1"
export IMPL_initCoreUtil=0.505
export IMPL_synth_area_leader_cell="edfxtp_1"
export IMPL_synth_cells=4674
export IMPL_slew_violations=0
export IMPL_htreeDepth=4
export IMPL_hp_class="primary input to flop"
export IMPL_fin_setup_tns_ps=0
export IMPL_end_kind="output pin"
export IMPL_postSynthAreaPerCell_um2=17.2
export IMPL_reg_top3="memory (2048)"
export IMPL_period_minus_slack_ps=27210
export IMPL_crit_path_max_fanout=83
export IMPL_warnings=59
export IMPL_ys_flop_type="edfxtp_1"
export IMPL_synth_async_reset_ratio=0
export IMPL_floorplan_io_pins=100
export IMPL_die_x_um=403
export IMPL_ctsLongestPathBuffers=3
export IMPL_ys_cells=4674
export IMPL_ys_area_um2=80200
export IMPL_p_leak_nw=28.0
export IMPL_dr_first_iter_drc_count=3032
export IMPL_cts_hold_buf=0
## worst paths after layout
path  slack (ps)        endpoint  cells past startpoint  startpoint
max        27090    memResult[6]                     11  address[4]
min        10390  memory[36][20]                      1    data[20]
## metrics by stage
stage	setup slack [ps]	utilization	cell area, um2	power [mW]	hold slack (ps)
5_1_grt	26900	0.567	90000	3.33	10370
3_3_place_gp	27150	0.528	83900	1.96	11200
6_report	27090	0.567	90000	3.24	10390
3_5_place_dp	27110	0.528	83900	1.96	11220
2_1_floorplan	31030	-	80200	1.87	10960
4_1_cts	27070	0.567	90000	3.26	10360
## critical path: cells and delay by family
family                 cells  cell delay (ps)
AOI/OAI and AO/OA          4             1620
buffers and inverters      6             3220
muxes                      1              410
## layer usage
metal,GRT usage,up-vias,part of all wire
met1,0.423,22143,0.35
met3,0.195,434,0.15
met2,0.424,2600,0.46
met4,0.0928,8,0.040
met5,0.0122,-,0.0011
li1,-,19670,-
## where the power goes
part	internal [mW]	switching (mW)	leakage, nW	total [mW]
clock network	0.738	0.572	3.01	1.31
registers	1.75	0.00211	18.4	1.75
logic	0.0510	0.123	6.61	0.174
## layout make-up
type / count / area (um2)
multi-input combinational: 2226 / 17500
tap: 2072 / 2590
inverter: 6 / 25.0
timing repair buffer: 282 / 2220
antenna: 4 / 10.0
clock buffer: 264 / 5390
sequential: 2048 / 61500
clock inverter: 109 / 768
fill: 11615 / 68700
## placed cells by master (no fill, tap or decap), types with 17 or more instances in the layout
cell	n
a2111oi_0	17
a21o_1	56
a21oi_1	70
a221oi_1	275
a22o_1	29
a22oi_1	248
a41oi_1	17
and3_1	142
and3b_1	28
buf_2	34
buf_4	204
clkbuf_1	57
clkbuf_16	207
clkdlybuf4s50_1	35
clkinv_1	58
clkinv_2	32
edfxtp_1	2048
mux2_2	43
mux2i_1	176
mux4_2	37
nand2b_1	56
nand3_1	20
nand3b_1	138
nor2_4	66
nor3_1	97
nor3b_1	141
nor4_1	17
o2111ai_1	56
o21ai_0	183
o221ai_1	48
o22a_1	42
o22ai_1	64
## cell families after synthesis
| family | share of synthesized area |
|---|---|
| compound gates | 0.110 |
| flops | 0.767 |
| buf+inv | 0.0222 |
| simple gates | 0.0628 |
| mux | 0.0384 |
Power figures rest on the tool's default switching activity, not on a simulated workload.
